$ cat ./config.mk
export PLATFORM = sky130hd
export DESIGN_NAME = Serial_Twos_Comp
export DESIGN_NICKNAME = Serial_Twos_Comp
export VERILOG_FILES = /design/flow/design.v
export SDC_FILE = /design/flow/constraint.sdc
export NUM_CORES = 4
export LEC_CHECK = 1
export CORE_AREA = 10 10 73 73
export DIE_AREA = 0 0 83 83
$ cat ./constraint.sdc
current_design Serial_Twos_Comp

set clk_period 1.2
set clk_io_pct 0.2

create_clock -name clk0 -period $clk_period [get_ports {Clock}]

set non_clock_inputs [all_inputs -no_clocks]
set_input_delay [expr $clk_period * $clk_io_pct] -clock clk0 $non_clock_inputs
set_output_delay [expr $clk_period * $clk_io_pct] -clock clk0 [all_outputs]
$ cat ./design.v
        module Serial_Twos_Comp (output y, input [7: 0] data, input load, shift_control, Clock, reset_b);
     	reg [7: 0] SReg; reg Q; wire SO = SReg [0];
     	assign y = SO ^ Q;
     	always @ (posedge Clock, negedge reset_b) if (reset_b == 0) begin SReg <= 0;
     	Q <= 0; end else begin if (load) SReg = data;
    	else if (shift_control) begin Q <= Q | SO; 
     	SReg <= {y, SReg[7: 1]};
     	end 
    	end 
    	endmodule
$ cat ./run.sh
#!/bin/bash
# OpenROAD 26Q1-2900-gdf79404cd8, Yosys 0.63+post, stock flow scripts
make -C /OpenROAD-flow-scripts/flow DESIGN_CONFIG=/design/flow/config.mk WORK_HOME=/design/flow/orfs finish
==> qor.txt <==
Worst Setup EP = y
Vias in the first global route = 368
Longest Clk Path Bufs = 2
Fp util = 11.8%
Critical Path Source Type = flop
Worst Path Class, Setup = flop to primary output
CP endpoint kind = primary output
Total Routed Length = 972 µm
Clock Skews = 2.38 ps
Slew @ Worst Pin = 428 ps
# diodes = 0
Placement Rows = 22
Crit path DAT = 990 ps
Slew margin rel. = 71.4%
Final WS setup = -29.8 ps
Worst Hold Class = input port to async pin
Leak = 0.306 nW
Flops after synth = 9
Slowest stage delay, CP = 380 ps
GRT Total Usage = 2.99%
Reg2Reg Depth = 4
Final Cell Area = 701 µm²
Synth area leaders = dfrtp_1 51%, mux2i_1 20%, o21ai_0 9.1%
Clock slew at reported path FFs = 40 ps
Fraction of layout cells with a size suffix above 1 = 20.7%
Setup TNS = -29.8 ps
# IOs = 13
Critical Path Fanout Max = 2
Area after DPL = 642 µm²
Vias/cell = 3.06
Final cycle utilization of the critical path = 102%
Yosys stat chip area = 442 µm²
Number of buffers created by CTS = 3
Final Hold Fails = 0
Slowest cell on the critical path = dfrtp_1
FF-to-FF setup slack = 210 ps
Status = finished, violations left
Worst vdd ir = 0.350 mV
OpenROAD warnings = 27
Unrepaired setup endpoints after global routing = yes
Residual DRC = 0
Post-CTS setup buffer count = 0
Die X = 83 µm
Overflow after GRT = 0
H-tree Lvls = 1
Ys cells = 40
Via count = 324
Setup Viol. Count Final = 1
Post-synth seq share = 51.0%
Avg Cell Area, Syn = 11.0 µm²
Final GP Congestion = 0.712
Chip Area = 6890 µm²
CTS Root Cell = clkbuf_8
CTS tree = done
CP cell instances = inv_2 > ha_4 > buf_6
Synth Instances = 40
Wire per inst = 9.17 µm
R2r endpoint = SReg[7]$_DFFE_PN0P_
Final min period = 1230 ps
Final Max Tran Viols = 0
Synth warn = 1
Max Clk Rate = 813 MHz
Max_cap viols = 0
Clock latency on the worst-skew pair = 230 ps
Die y size = 83 µm
Routed Antenna Nets = 0
Worst setup path start = SReg[0]$_DFFE_PN0P_
Top area contributor share = 51.0%
Failing checks = negative setup slack
Port buffer count = 12
Layout Area Growth over Synthesis = 58.6%
# clock sinks = 9
Core Box Area = 3740 µm²
Worst Path Required = 960 ps
Cell taking the most area after synthesis = dfrtp_1
Global-route wire length before repair = 1770 µm
Largest net degree at the start of global routing = 18
DRT Pass-1 Iters = 2
Cell area after synthesis = 442 µm²
Worst R2R Start = SReg[0]$_DFFE_PN0P_
Pwr Density = 1180 nW/µm²
DR iter-0 viols = 10
Distinct cells, synth = 8
Initial antenna violation count = 0
DP HPWL = 767 µm
## cell usage after synthesis
| master | instances |
|---|---|
| ha_1 | 1 |
| o21ai_0 | 8 |
| buf_6 | 2 |
| dfrtp_1 | 9 |
| nand2_1 | 8 |
| mux2i_1 | 9 |
| nor2b_4 | 1 |
| inv_1 | 2 |
## routing by layer
metal	track usage [%]	part of all wire, %	up-vias
li1	-	-	172
met1	4.44	54	136
met2	3.70	37	13
met3	1.48	7.5	3
met4	0.615	2.3	0
met5	0	0	-
## power breakdown
part / internal, mW / leakage, nW / switching [mW] / total [mW]
logic: 0.0814 / 0.178 / 0.0496 / 0.131
clock network: 0.231 / 0.0228 / 0.114 / 0.345
registers: 0.333 / 0.106 / 0.0142 / 0.347
total: 0.645 / 0.306 / 0.178 / 0.823
## logic make-up (layout without fill, tap and decap cells)
| kind of cell | count (synthesis) | count (layout) | synth area share, % |
|---|---|---|---|
| compound gates | 8 | 8 | 9.07 |
| fa+ha+maj | 1 | 1 | 2.83 |
| buf+inv | 4 | 22 | 6.80 |
| flops | 9 | 9 | 51.0 |
| mux | 9 | 9 | 20.4 |
| simple gates | 9 | 9 | 9.91 |
## per-stage QoR
| step | hold WS, ps | total power [mW] | utilization, % | setup WS [ps] | cells |
|---|---|---|---|---|---|
| 6_report | 318 | 0.823 | 18.7 | -29.8 | 106 |
| 5_1_grt | 354 | 0.870 | 18.7 | -56.4 | 106 |
| 4_1_cts | 322 | 0.838 | 18.7 | -28.4 | 106 |
| 2_1_floorplan | -55.6 | 0.406 | - | 280 | 40 |
| 3_3_place_gp | 549 | 0.477 | 17.1 | -160 | 102 |
| 3_5_place_dp | 562 | 0.478 | 17.1 | -184 | 102 |
## state kept, by name (all words and copies together), names as in the netlist
register / cells
Q: 1
SReg: 8
## worst min path at each step
stage / startpoint / end / depth (start not counted)
5_1_grt: reset_b / SReg[3]$_DFFE_PN0P_ / 1
6_report: reset_b / SReg[6]$_DFFE_PN0P_ / 1
4_1_cts: reset_b / SReg[2]$_DFFE_PN0P_ / 1
## cell usage in the layout (no fill, tap or decap)
master / instances
buf_12: 1
buf_4: 3
buf_6: 1
clkbuf_1: 1
clkbuf_8: 3
clkdlybuf4s50_1: 11
dfrtp_1: 9
ha_4: 1
inv_2: 2
mux2i_1: 9
nand2_1: 8
nor2b_4: 1
o21ai_0: 8
## timing repair
action | 4_1_cts | 5_1_grt
pin swaps | 0 | 1
setup endpoints to repair | 1 | 1
resized | 7 | 0
endpoints found under the hold margin | 0 | 0
hold buffers | 0 | 0
## worst max-delay path: cells and delay by family, from the launching register on
family                     cells  cell delay [ps]
adders and majority gates      1              200
DFF                            1              380
buffers and inverters          2              170
## area by class of cell
type / instances / area [µm²]
inverters: 2 / 7.51
flip-flops and latches: 9 / 225
well taps: 48 / 60.1
repair buffers: 16 / 164
multi-input cells: 27 / 199
clock buffers: 4 / 45.0
fillers: 425 / 3040
Power and IR drop assume default switching activity.
