### design/flow/run.sh
#!/bin/bash
# OpenROAD 26Q1-2900-gdf79404cd8, Yosys 0.63+post, stock flow scripts
make -C /OpenROAD-flow-scripts/flow DESIGN_CONFIG=/design/flow/config.mk WORK_HOME=/design/flow/orfs finish
### design/flow/config.mk
export PLATFORM = sky130hd
export DESIGN_NAME = Compare
export DESIGN_NICKNAME = Compare
export VERILOG_FILES = /design/flow/design.v
export SDC_FILE = /design/flow/constraint.sdc
export NUM_CORES = 4
export LEC_CHECK = 1
export CORE_AREA = 10 10 70 70
export DIE_AREA = 0 0 80 80
### design/flow/constraint.sdc
current_design Compare

set clk_period 3.2
set clk_io_pct 0.2

create_clock -name clk0 -period $clk_period

set non_clock_inputs [all_inputs -no_clocks]
set_input_delay [expr $clk_period * $clk_io_pct] -clock clk0 $non_clock_inputs
set_output_delay [expr $clk_period * $clk_io_pct] -clock clk0 [all_outputs]
### design/flow/design.v
                        module Compare (A, B, Y);
     			input [0:3] A, B; 
     			output reg [5:0] Y;
     			integer i;
     	always@ (A, B, Y) begin
     	for(i = 0; i <= 5 ; i = i +1 ) Y[i] = 0;
    	if(A == B)
    	Y[5] = 1;
    	if( A != B)
    	Y[4] = 1;
    	if (A > B)
    	Y[3] = 1;
   	if (A < B)
   	Y[2] = 1;
   	if ( A >= B )
   	Y[1] = 1;
   	if ( A <= B)
   	Y[0] = 1;
   	end
    	endmodule
==> run_results.csv <==
group,metric,value,unit
detailed_routing,drc,0,
placed_design,place_congestion,0.726,
cells_and_area,fin_util,0.0960,
setup_path,worstSetupPathType,"input port to output pin",
yosys,ys_seq_share,0,
yosys,topCellsByArea,"ha_1 38%, inv_1 12%, nor2b_4 11%",
setup_path,worstSetupStartpointType,"input port",
yosys,common_cells,"4 x ha_1, 4 x inv_1, 2 x a21oi_1",
timing,relSlewSlack,0.832,
timing,fin_crit,3.00,ns
detailed_routing,antenna_cells,0,
cells_and_area,syn2layout_area_growth,152,%
floorplan,fp_util,0.0381,
floorplan,placementRows,21,
floorplan,fp.dieArea,6400,um^2
yosys,syn_inst,17,
power_and_ir_drop,powerDensity,136,nW/um^2
timing,period_used_share,0.936,
yosys,synth_area_leader_cell,"ha_1",
hold_path,whs_path_depth,6,
floorplan,coreArea,3420,um^2
setup_path,crit_chain,"clkdlybuf4s50_1 > inv_1 > ha_1 > a21oi_1 > and2_1 > clkdlybuf4s50_1",
timing,worst_slew_pin_slew,0.252,ns
timing,rsz0062_at_grt,"false",
timing,max_freq,334,MHz
floorplan,die_x,80,um
floorplan,ios,14,
detailed_routing,postRouteAntennaNets,0,
yosys,yosysWarnings,1,
cells_and_area,drive_above_1_share,0.0968,
placed_design,dp_hpwl,536,um
yosys,synth_top_area_share,0.385,
hold_path,hold_start,"B[0]",
cells_and_area,ff_count,0,
floorplan,die.size.y,80,um
timing,maxSlewViolCount,0,
flow_run,warning_count,32,
grt,grt_usage,0.0162,
setup_path,cp-end-kind,"output pin",
grt,grt_pass1_wl,841,um
cts,cts_setup_buffers,0,
detailed_routing,firstDrtPassIters,2,
setup_path,crit_path_max_fanout,4,
power_and_ir_drop,leakagePower,0.142,nW
setup_path,crit_slowest_cell,"clkdlybuf4s50_1",
detailed_routing,vias_per_cell,2.10,
grt,grt_pass1_vias,168,
outcome,status,"finished, final reports clean",
detailed_routing,drtIter0Drc,3,
placed_design,port_buffers,14,
yosys,avgSynthCellArea,7.65,um^2
flow_run,max-cap-violations,0,
timing,hold_violations,0,
cells_and_area,final-seq-area,0,um^2
hold_path,holdPathEnd,"Y[1]",
grt,grt_start_max_net_pins,5,
setup_path,worstPathRequired,2.56,ns
yosys,ys_cells,17,
cts,ctsHoldBuffers,0,
timing,setup_viol,0,
detailed_routing,wl_per_cell,7.05,um
hold_path,hold_class,"input port to output pin",
power_and_ir_drop,max-vdd-ir-drop,16.6,uV
setup_path,crit_top_cell,"clkdlybuf4s50_1",
cells_and_area,num-clock-buffers,0,
detailed_routing,dr_total_vias,162,
grt,antenna_found_initial,0,
cts,cts.repair.resized,0,
yosys,ys_types,10,
detailed_routing,wirelength,543,um
grt,grt-ovfl-total,0,
yosys,netlist_area,130,um^2
setup_path,crit_path_max_incr_delay,0.46,ns
yosys,ys_chip_area,130,um^2
setup_path,worst-endpoint-arrival,2.36,ns
timing,setup_tns,0,ns
==> stage by stage <==
step / instances / power [mW] / setup slack [ns] / area [um^2] / hold slack (ns)
final: 77 / 0.0446 / 0.204 / 328 / 2.48
after global routing: 77 / 0.0498 / 0.0827 / 328 / 2.56
after CTS: 77 / 0.0460 / 0.191 / 328 / 2.49
after detailed placement: 77 / 0.0459 / 0.189 / 328 / 2.49
after global placement: 77 / 0.0455 / 0.203 / 328 / 2.48
after floorplan: 17 / 0.0158 / 1.21 / 130 / 1.49
==> per-layer routing <==
| metal | global-route usage | vias up | share of wire |
|---|---|---|---|
| met5 | 0 | - | 0 |
| met3 | 0.00568 | 0 | 0.090 |
| met4 | 0 | 0 | 0 |
| met1 | 0.0204 | 68 | 0.44 |
| li1 | - | 87 | - |
| met2 | 0.0273 | 7 | 0.47 |
==> cells in the final DEF (no fill, tap or decap) <==
master            n
clkdlybuf4s50_1  14
inv_1             4
ha_1              4
a21oi_1           2
nor2b_4           1
o211ai_2          1
and2_1            1
nand4_1           1
inv_2             1
a21o_1            1
nand3_1           1
==> area by class of cell <==
class | count | area, um^2
repair buffers | 14 | 140
multi-input cells | 12 | 111
fillers | 403 | 3090
well taps | 46 | 57.6
inverters | 5 | 18.8
==> worst max path at each step <==
stage / startpoint / to / slack, ns
6_report: B[0] / Y[2] / 0.20
5_1_grt: B[0] / Y[2] / 0.08
4_1_cts: B[0] / Y[2] / 0.19
==> kinds of logic (layout without fill, tap and decap cells) <==
family / count (synthesis) / count (layout) / synth area share
and+or+nand+nor: 4 / 4 / 0.240
adders and majority gates: 4 / 4 / 0.385
AOI/OAI and AO/OA: 4 / 4 / 0.231
buffers and inverters: 5 / 19 / 0.144
==> worst max-delay path: cells and delay by family <==
family / cells / cell delay (ns)
adders and majority gates: 1 / 0.31
buffers and inverters: 3 / 0.96
and+or+nand+nor: 1 / 0.17
AOI/OAI and AO/OA: 1 / 0.27
==> report_power, final <==
group	switching, mW	internal, mW	leakage, nW
registers	0	0	0
clock network	0	0	0
logic	0.0133	0.0313	0.142
Power and IR drop assume default switching activity.
